[./run.sh]
#!/bin/bash
# OpenROAD 26Q1-2900-gdf79404cd8, Yosys 0.63+post, stock flow scripts
make -C /OpenROAD-flow-scripts/flow DESIGN_CONFIG=/design/flow/config.mk WORK_HOME=/design/flow/orfs finish
[./constraint.sdc]
current_design top

set clk_period 3.7
set clk_io_pct 0.2

create_clock -name clk0 -period $clk_period [get_ports {clk}]

set non_clock_inputs [all_inputs -no_clocks]
set_input_delay [expr $clk_period * $clk_io_pct] -clock clk0 $non_clock_inputs
set_output_delay [expr $clk_period * $clk_io_pct] -clock clk0 [all_outputs]
[./design.v]
module	nco(	
		o_gen_clk,
		i_nco_num,
		clk,
		rst_n);
output		o_gen_clk	;	 
input	[31:0]	i_nco_num	;
input		clk		;	 
input		rst_n		;
reg	[31:0]	cnt		;
reg		o_gen_clk	;
always @(posedge clk or negedge rst_n) begin
	if(rst_n == 1'b0) begin
		cnt		<= 32'd0;
		o_gen_clk	<= 1'd0	;
	end else begin
		if(cnt >= i_nco_num/2-1) begin
			cnt 	<= 32'd0;
			o_gen_clk	<= ~o_gen_clk;
		end else begin
			cnt <= cnt + 1'b1;
		end
	end
end
endmodule
module	fnd_dec(
		o_seg,
		i_num);
output	[6:0]	o_seg		;	 
input	[3:0]	i_num		;
reg	[6:0]	o_seg		;
always @(i_num) begin 
 	case(i_num) 
 		4'd0:	o_seg = 7'b111_1110; 
 		4'd1:	o_seg = 7'b011_0000; 
 		4'd2:	o_seg = 7'b110_1101; 
 		4'd3:	o_seg = 7'b111_1001; 
 		4'd4:	o_seg = 7'b011_0011; 
 		4'd5:	o_seg = 7'b101_1011; 
 		4'd6:	o_seg = 7'b101_1111; 
 		4'd7:	o_seg = 7'b111_0000; 
 		4'd8:	o_seg = 7'b111_1111; 
 		4'd9:	o_seg = 7'b111_0011; 
		default:o_seg = 7'b000_0000; 
	endcase 
end
endmodule
module	double_fig_sep(
		o_left,
		o_right,
		i_double_fig);
output	[3:0]	o_left		;
output	[3:0]	o_right		;
input	[5:0]	i_double_fig	;
assign		o_left	= i_double_fig / 10	;
assign		o_right	= i_double_fig % 10	;
endmodule
module	led_disp(
		o_seg,
		o_seg_dp,
		o_seg_enb,
		i_six_digit_seg,
		i_six_dp,
		clk,
		rst_n);
output	[5:0]	o_seg_enb		;
output		o_seg_dp		;
output	[6:0]	o_seg			;
input	[41:0]	i_six_digit_seg		;
input	[5:0]	i_six_dp		;
input		clk			;
input		rst_n			;
wire		gen_clk		;
nco		u_nco(
		.o_gen_clk	( gen_clk	),
		.i_nco_num	( 32'd5000	),
		.clk		( clk		),
		.rst_n		( rst_n		));
reg	[3:0]	cnt_common_node	;
always @(posedge gen_clk or negedge rst_n) begin
	if(rst_n == 1'b0) begin
		cnt_common_node <= 4'd0;
	end else begin
		if(cnt_common_node >= 4'd5) begin
			cnt_common_node <= 4'd0;
		end else begin
			cnt_common_node <= cnt_common_node + 1'b1;
		end
	end
end
reg	[5:0]	o_seg_enb		;
always @(cnt_common_node) begin
	case (cnt_common_node)
		4'd0:	o_seg_enb = 6'b111110;
		4'd1:	o_seg_enb = 6'b111101;
		4'd2:	o_seg_enb = 6'b111011;
		4'd3:	o_seg_enb = 6'b110111;
		4'd4:	o_seg_enb = 6'b101111;
		4'd5:	o_seg_enb = 6'b011111;
		default:o_seg_enb = 6'b111111;
	endcase
end
reg		o_seg_dp		;
always @(cnt_common_node) begin
	case (cnt_common_node)
		4'd0:	o_seg_dp = i_six_dp[0];
		4'd1:	o_seg_dp = i_six_dp[1];
		4'd2:	o_seg_dp = i_six_dp[2];
		4'd3:	o_seg_dp = i_six_dp[3];
		4'd4:	o_seg_dp = i_six_dp[4];
		4'd5:	o_seg_dp = i_six_dp[5];
		default:o_seg_dp = 1'b0;
	endcase
end
reg	[6:0]	o_seg			;
always @(cnt_common_node) begin
	case (cnt_common_node)
		4'd0:	o_seg = i_six_digit_seg[6:0];
		4'd1:	o_seg = i_six_digit_seg[13:7];
		4'd2:	o_seg = i_six_digit_seg[20:14];
		4'd3:	o_seg = i_six_digit_seg[27:21];
		4'd4:	o_seg = i_six_digit_seg[34:28];
		4'd5:	o_seg = i_six_digit_seg[41:35];
		default:o_seg = 7'b111_1110;  
	endcase
end
endmodule
module	hms_cnt(
		o_hms_cnt,
		o_max_hit,
		i_max_cnt,
		clk,
		rst_n);
output	[5:0]	o_hms_cnt		;
output		o_max_hit		;
input	[5:0]	i_max_cnt		;
input		clk			;
input		rst_n			;
reg	[5:0]	o_hms_cnt		;
reg		o_max_hit		;
always @(posedge clk or negedge rst_n) begin
	if(rst_n == 1'b0) begin
		o_hms_cnt <= 6'd0;
		o_max_hit <= 1'b0;
	end else begin
		if(o_hms_cnt >= i_max_cnt) begin
			o_hms_cnt <= 6'd0;
			o_max_hit <= 1'b1;
		end else begin
			o_hms_cnt <= o_hms_cnt + 1'b1;
			o_max_hit <= 1'b0;
		end
	end
end
endmodule
module  debounce(
		o_sw,
		i_sw,
		clk);
output		o_sw			;
input		i_sw			;
input		clk			;
reg		dly1_sw			;
always @(posedge clk) begin
	dly1_sw <= i_sw;
end
reg		dly2_sw			;
always @(posedge clk) begin
	dly2_sw <= dly1_sw;
end
assign		o_sw = dly1_sw | ~dly2_sw;
endmodule
module	controller(
		o_mode,
		o_position,
		o_alarm_en,
		o_sec_clk,
		o_min_clk,
		o_alarm_sec_clk,
		o_alarm_min_clk,
		i_max_hit_sec,
		i_max_hit_min,
		i_sw0,
		i_sw1,
		i_sw2,
		i_sw3,
		clk,
		rst_n);
output	[1:0]	o_mode			;
output		o_position		;
output		o_alarm_en		;
output		o_sec_clk		;
output		o_min_clk		;
output		o_alarm_sec_clk		;
output		o_alarm_min_clk		;
input		i_max_hit_sec		;
input		i_max_hit_min		;
input		i_sw0			;
input		i_sw1			;
input		i_sw2			;
input		i_sw3			;
input		clk			;
input		rst_n			;
parameter	MODE_CLOCK	= 2'b00	;
parameter	MODE_SETUP	= 2'b01	;
parameter	MODE_ALARM	= 2'b10	;
parameter	POS_SEC		= 1'b0	;
parameter	POS_MIN		= 1'b1	;
wire		clk_100hz		;
nco		u0_nco(
		.o_gen_clk	( clk_100hz	),
		.i_nco_num	( 32'd500000	),
		.clk		( clk		),
		.rst_n		( rst_n		));
wire		sw0			;
debounce	u0_debounce(
		.o_sw		( sw0		),
		.i_sw		( i_sw0		),
		.clk		( clk_100hz	));
wire		sw1			;
debounce	u1_debounce(
		.o_sw		( sw1		),
		.i_sw		( i_sw1		),
		.clk		( clk_100hz	));
wire		sw2			;
debounce	u2_debounce(
		.o_sw		( sw2		),
		.i_sw		( i_sw2		),
		.clk		( clk_100hz	));
wire		sw3			;
debounce	u3_debounce(
		.o_sw		( sw3		),
		.i_sw		( i_sw3		),
		.clk		( clk_100hz	));
reg	[1:0]	o_mode			;
always @(posedge sw0 or negedge rst_n) begin
	if(rst_n == 1'b0) begin
		o_mode <= MODE_CLOCK;
	end else begin
		if(o_mode >= MODE_ALARM) begin
			o_mode <= MODE_CLOCK;
		end else begin
			o_mode <= o_mode + 1'b1;
		end
	end
end
reg		o_position		;
always @(posedge sw1 or negedge rst_n) begin
	if(rst_n == 1'b0) begin
		o_position <= POS_SEC;
	end else begin
		o_position <= o_position + 1'b1;
	end
end
reg		o_alarm_en		;
always @(posedge sw3 or negedge rst_n) begin
	if(rst_n == 1'b0) begin
		o_alarm_en <= 1'b0;
	end else begin
		o_alarm_en <= o_alarm_en + 1'b1;
	end
end
wire		clk_1hz			;
nco		u1_nco(
		.o_gen_clk	( clk_1hz	),
		.i_nco_num	( 32'd50000000	),
		.clk		( clk		),
		.rst_n		( rst_n		));
reg		o_sec_clk		;
reg		o_min_clk		;
reg		o_alarm_sec_clk		;
reg		o_alarm_min_clk		;
always @(*) begin
	case(o_mode)
		MODE_CLOCK : begin
			o_sec_clk = clk_1hz;
			o_min_clk = i_max_hit_sec;
			o_alarm_sec_clk = 1'b0;
			o_alarm_min_clk = 1'b0;
		end
		MODE_SETUP : begin
			case(o_position)
				POS_SEC : begin
					o_sec_clk = ~sw2;
					o_min_clk = 1'b0;
					o_alarm_sec_clk = 1'b0;
					o_alarm_min_clk = 1'b0;
				end
				POS_MIN : begin
					o_sec_clk = 1'b0;
					o_min_clk = ~sw2;
					o_alarm_sec_clk = 1'b0;
					o_alarm_min_clk = 1'b0;
				end
			endcase
		end
		MODE_ALARM : begin
			case(o_position)
				POS_SEC : begin
					o_sec_clk = clk_1hz;
					o_min_clk = i_max_hit_sec;
					o_alarm_sec_clk = ~sw2;
					o_alarm_min_clk = 1'b0;
				end
				POS_MIN : begin
					o_sec_clk = clk_1hz;
					o_min_clk = i_max_hit_sec;
					o_alarm_sec_clk = 1'b0;
					o_alarm_min_clk = ~sw2;
				end
			endcase
		end
		default: begin
			o_sec_clk = 1'b0;
			o_min_clk = 1'b0;
			o_alarm_sec_clk = 1'b0;
			o_alarm_min_clk = 1'b0;
		end
	endcase
end
endmodule
module	minsec(	
		o_sec,
		o_min,
		o_max_hit_sec,
		o_max_hit_min,
		o_alarm,
		i_mode,
		i_position,
		i_sec_clk,
		i_min_clk,
		i_alarm_sec_clk,
		i_alarm_min_clk,
		i_alarm_en,
		clk,
		rst_n);
output	[5:0]	o_sec		;
output	[5:0]	o_min		;
output		o_max_hit_sec	;
output		o_max_hit_min	;
output		o_alarm		;
input	[1:0]	i_mode		;
input		i_position	;
input		i_sec_clk	;
input		i_min_clk	;
input		i_alarm_sec_clk	;
input		i_alarm_min_clk	;
input		i_alarm_en	;
input		clk		;
input		rst_n		;
parameter	MODE_CLOCK	= 2'b00	;
parameter	MODE_SETUP	= 2'b01	;
parameter	MODE_ALARM	= 2'b10	;
parameter	POS_SEC		= 1'b0	;
parameter	POS_MIN		= 1'b1	;
wire	[5:0]	sec		;
wire		max_hit_sec	;
hms_cnt		u_hms_cnt_sec(
		.o_hms_cnt	( sec			),
		.o_max_hit	( o_max_hit_sec		),
		.i_max_cnt	( 6'd59			),
		.clk		( i_sec_clk		),
		.rst_n		( rst_n			));
wire	[5:0]	min		;
wire		max_hit_min	;
hms_cnt		u_hms_cnt_min(
		.o_hms_cnt	( min			),
		.o_max_hit	( o_max_hit_min		),
		.i_max_cnt	( 6'd59			),
		.clk		( i_min_clk		),
		.rst_n		( rst_n			));
wire	[5:0]	alarm_sec	;
hms_cnt		u_hms_cnt_alarm_sec(
		.o_hms_cnt	( alarm_sec		),
		.o_max_hit	( 			),
		.i_max_cnt	( 6'd59			),
		.clk		( i_alarm_sec_clk	),
		.rst_n		( rst_n			));
wire	[5:0]	alarm_min	;
hms_cnt		u_hms_cnt_alarm_min(
		.o_hms_cnt	( alarm_min		),
		.o_max_hit	( 			),
		.i_max_cnt	( 6'd59			),
		.clk		( i_alarm_min_clk	),
		.rst_n		( rst_n			));
reg	[5:0]	o_sec		;
reg	[5:0]	o_min		;
always @ (*) begin
	case(i_mode)
		MODE_CLOCK: 	begin
			o_sec	= sec;
			o_min	= min;
		end
		MODE_SETUP:	begin
			o_sec	= sec;
			o_min	= min;
		end
		MODE_ALARM:	begin
			o_sec	= alarm_sec;
			o_min	= alarm_min;
		end
	endcase
end
reg		o_alarm		;
always @ (posedge clk or negedge rst_n) begin
	if (rst_n == 1'b0) begin
		o_alarm <= 1'b0;
	end else begin
		if( (sec == alarm_sec) && (min == alarm_min)) begin
			o_alarm <= 1'b1 & i_alarm_en;
		end else begin
			o_alarm <= o_alarm & i_alarm_en;
		end
	end
end
endmodule
module	buzz(
		o_buzz,
		i_buzz_en,
		clk,
		rst_n);
output		o_buzz		;
input		i_buzz_en	;
input		clk		;
input		rst_n		;
parameter	C = 47778	;
parameter	D = 42566	;
parameter	E = 37920	;
parameter	F = 35794	;
parameter	G = 31888	;
parameter	A = 28410	;
parameter	B = 25310	;
parameter C0 = 23889 ;
parameter D0 = 21283 ;
parameter E0 = 18960 ;
parameter F0 = 17897 ;
parameter F1 = 16892 ; 
parameter G0 = 15944 ;
parameter A0 = 14205 ;
parameter B0 = 12655 ;
wire		clk_bit		;
nco	u_nco_bit(	
		.o_gen_clk	( clk_bit	),
		.i_nco_num	( 25000000	),
		.clk		( clk		),
		.rst_n		( rst_n		));
reg	[4:0]	cnt		;
always @ (posedge clk_bit or negedge rst_n) begin
	if(rst_n == 1'b0) begin
		cnt <= 5'd0;
	end else begin
		if(cnt >= 5'd24) begin
			cnt <= 5'd0;
		end else begin
			cnt <= cnt + 1'd1;
		end
	end
end
reg	[31:0]	nco_num		;
always @ (*) begin
	case(cnt)
		5'd00: nco_num = G	;  
		5'd01: nco_num = B	;
		5'd02: nco_num = D0	;
		5'd03: nco_num = F1	;
		5'd04: nco_num = G0 ;
		5'd05: nco_num = F1	;
		5'd06: nco_num = E0	;
		5'd07: nco_num = D0	;
		5'd08: nco_num = A0	;
		5'd09: nco_num = G0	;
		5'd10: nco_num = G0	;
		5'd11: nco_num = F1	;
		5'd12: nco_num = G0	;
		5'd13: nco_num = F1	;
		5'd14: nco_num = E0	;
		5'd15: nco_num = D0	;
		5'd16: nco_num = C0	;  
		5'd17: nco_num = E0	;
		5'd18: nco_num = G0	;  
		5'd19: nco_num = A0	;
		5'd20: nco_num = B0	;
		5'd21: nco_num = A0	;
		5'd22: nco_num = G0	;  
		5'd23: nco_num = E0	;
	endcase
end
wire		buzz		;
nco	u_nco_buzz(	
		.o_gen_clk	( buzz		),
		.i_nco_num	( nco_num	),
		.clk		( clk		),
		.rst_n		( rst_n		));
assign		o_buzz = buzz & i_buzz_en;
endmodule
module	top(
		o_seg_enb,
		o_seg_dp,
		o_seg,
		o_alarm,
		i_sw0,
		i_sw1,
		i_sw2,
		i_sw3,
		clk,
		rst_n);
output	[5:0]	o_seg_enb	;
output		o_seg_dp	;
output	[6:0]	o_seg		;
output		o_alarm		;
input		i_sw0		;
input		i_sw1		;
input		i_sw2		;
input		i_sw3		;
input		clk		;
input		rst_n		;
wire	[1:0]	mode		;
wire		position	;
wire		sec_clk	;
wire		min_clk	;
wire		max_hit_sec	;
wire		max_hit_min	;
wire		alarm_sec_clk	;
wire		alarm_min_clk	;
wire		alarm_en	;
controller	u_controller(	.o_mode		( mode		),
				.o_position	( position	),
				.o_alarm_en	( alarm_en	),
				.o_sec_clk	( sec_clk	),
				.o_min_clk	( min_clk	),
				.o_alarm_sec_clk( alarm_sec_clk	),
				.o_alarm_min_clk( alarm_min_clk	),
				.i_max_hit_sec	( max_hit_sec	),
				.i_max_hit_min	( max_hit_min	),
				.i_sw0		( i_sw0		),
				.i_sw1		( i_sw1		),
				.i_sw2		( i_sw2		),
				.i_sw3		( i_sw3		),
				.clk		( clk		),
				.rst_n		( rst_n		));
wire	[5:0]	min_double_fig	;
wire	[5:0]	sec_double_fig	;
wire		alarm		;
minsec		u_minsec(	.o_sec		( sec_double_fig),
				.o_min		( min_double_fig),
				.o_max_hit_sec	( max_hit_sec	),
				.o_max_hit_min	( max_hit_min	),
				.o_alarm	( alarm		),
				.i_mode		( mode		),
				.i_position	( position	),
				.i_sec_clk	( sec_clk	),
				.i_min_clk	( min_clk	),
				.i_alarm_sec_clk( alarm_sec_clk	),
				.i_alarm_min_clk( alarm_min_clk	),
				.i_alarm_en	( alarm_en	),
				.clk		( clk		),
				.rst_n		( rst_n		));
wire	[3:0]	left_min_num	;
wire	[3:0]	right_min_num	;
wire	[3:0]	left_sec_num	;
wire	[3:0]	right_sec_num	;
double_fig_sep	u_double_fig_sep0(	.o_left		( left_min_num	),
					.o_right	( right_min_num	),
					.i_double_fig	( min_double_fig));
double_fig_sep	u_double_fig_sep1(	.o_left		( left_sec_num	),
					.o_right	( right_sec_num	),
					.i_double_fig	( sec_double_fig));
wire	[6:0]	seg_min_left	;
wire	[6:0]	seg_min_right	;
wire	[6:0]	seg_sec_left	;
wire	[6:0]	seg_sec_right	;
fnd_dec		u_fnd_dec_min0(		.o_seg		( seg_min_left	),
					.i_num		( left_min_num	));
fnd_dec		u_fnd_dec_min1(		.o_seg		( seg_min_right	),
					.i_num		( right_min_num	));
fnd_dec		u_fnd_dec_sec0(		.o_seg		( seg_sec_left	),
					.i_num		( left_sec_num	));
fnd_dec		u_fnd_dec_sec1(		.o_seg		( seg_sec_right	),
					.i_num		( right_sec_num	));
wire	[41:0]	six_digit_seg	;
assign	six_digit_seg = {{2{7'b0000000}}, seg_min_left, seg_min_right, seg_sec_left, seg_sec_right};
led_disp	u_led_disp(	.o_seg		( o_seg		),
				.o_seg_dp	( o_seg_dp	),
				.o_seg_enb	( o_seg_enb	),
				.i_six_digit_seg( six_digit_seg	),
				.i_six_dp	( mode		),
				.clk		( clk		),
				.rst_n		( rst_n		));
buzz		u_buzz(	.o_buzz		( o_alarm	),
			.i_buzz_en	( alarm		),
			.clk		( clk		),
			.rst_n		( rst_n		));
endmodule
[./config.mk]
export PLATFORM = sky130hd
export DESIGN_NAME = top
export DESIGN_NICKNAME = top
export VERILOG_FILES = /design/flow/design.v
export SDC_FILE = /design/flow/constraint.sdc
export NUM_CORES = 4
export LEC_CHECK = 1
export CORE_UTILIZATION = 40
==> results.sh <==
# flow metrics
export IMPL_outcome="complete, no violations"
export IMPL_min_path_type="input port to async pin"
export IMPL_unclocked_pins=72
export IMPL_top_cell="dfrtp_1"
export IMPL_ys_cells=1282
export IMPL_ctsRootBufferMaster="clkbuf_16"
export IMPL_cts_hold_buffers_added=0
export IMPL_clk_latency_ns=0.43
export IMPL_irDropWorstVdd_uv=225
export IMPL_placed_cells=1710
export IMPL_r2r_end="u_buzz.u_nco_buzz.cnt[3]"
export IMPL_path_buffers=2
export IMPL_vias_per_cell=4.94
export IMPL_die_h_um=177
export IMPL_top_area_frac=0.418
export IMPL_critPathLaunchType="flip-flop"
export IMPL_clockBufferDepth=2
export IMPL_fp_utilization=0.409
export IMPL_synthArstFlopShare=0.857
export IMPL_path_class="flip-flop to flip-flop"
export IMPL_grt_pass1_vias=8213
export IMPL_syn_area_um2=12200
export IMPL_fin_skew_ns=0.0152
export IMPL_cts_setup_buffers=0
export IMPL_relSlewSlack=0.496
export IMPL_fmax_mhz=343
export IMPL_cp_slowest_stage_delay_ns=0.57
export IMPL_clk_pin_slew_ns=0.08
export IMPL_via_count=8605
export IMPL_cts_resized=0
export IMPL_io_pins=21
export IMPL_period_needed_ns=2.92
export IMPL_rrSetupSlack_ns=0.78
export IMPL_yosys_area_um2=12200
export IMPL_synth_edff_count=0
export IMPL_finalHoldViolCount=0
export IMPL_log_warning_count=47
export IMPL_drtPass1Iterations=4
export IMPL_drv_cap=0
export IMPL_synth_distinct_cells=77
export IMPL_drtIter0Drc=462
export IMPL_critPathRequiredTime_ns=4.05
export IMPL_antennaDiodeCount=0
export IMPL_untimed_endpoints=86
export IMPL_dpl_hpwl_um=15400
export IMPL_postLayoutCellArea_um2=13600
export IMPL_area_delta_synth_final_pct=11.6
export IMPL_fillers=2756
export IMPL_slew_viol_final=0
export IMPL_leakagePower_nw=6.14
export IMPL_cp_top_family="AND-OR/OR-AND gates"
export IMPL_hold_slack_ns=0.309
export IMPL_syn_avg_cell_area_um2=9.54
export IMPL_cp_slowest_cell="a211o_1"
export IMPL_end_kind="flip-flop"
export IMPL_yosys_warnings=9
export IMPL_ff2ff_path_depth=11
export IMPL_cp_arrival_ns=3.27
export IMPL_synth_cells=1282
export IMPL_place_area_um2=13000
export IMPL_setup_viol=0
export IMPL_die_w_um=177
export IMPL_cp_max_fo=20
export IMPL_h_tree_depth=4
export IMPL_gr_total_overflow=0
export IMPL_ys_ff=238
export IMPL_grt_pass1_wl_um=38100
export IMPL_cts_tree="done"
export IMPL_portBuffers=20
export IMPL_setup_tns_ns=0
export IMPL_r2r_start="u_buzz.u_nco_buzz.cnt[0]"
export IMPL_grt_max_degree=74
export IMPL_drtAntennaViolNets=0
export IMPL_rows=63
export IMPL_rsz0062_at_grt="no"
export IMPL_ff_type="dfrtp_1"
export IMPL_route_detailed_drc=0
export IMPL_powerDensity_nw_per_um2=277
export IMPL_design_core_area_um2=29900
export IMPL_finalWirelength_um=21400
export IMPL_gr_usage_all_layers=0.150
export IMPL_numCtsBuffers=17
export IMPL_finalCritPeriodShare=0.789
export IMPL_routedWlPerCell_um=12.3
export IMPL_tightest_slew_ns=0.757
export IMPL_gp_congestion=0.871
export IMPL_dieArea_um2=31300
export IMPL_netlist_top_cells_area="dfrtp_1, ha_1, nor2_1"
export IMPL_top_cells_by_count="dfrtp_1, nor2_1, nand2_1, xor2_1, ha_1"
export IMPL_antenna_found_initial=0
export IMPL_finalNonFillerCells=1742
export IMPL_drive_gt1_frac=0.0547
export IMPL_power_total_mw=3.78
export IMPL_synth_area_leader_cell="dfrtp_1"
export IMPL_cp_cell_sequence="inv_1 -> ha_1 -> nand2b_1 -> a21o_1 -> a21oi_1 -> nor3b_1 -> o41ai_1 -> a211oi_1 -> a211o_1 -> buf_4 -> nor2_1"
-- worst max-delay path by stage --
stage / start / end / cells after the start
6_report: u_buzz.u_nco_buzz.cnt[0] / u_buzz.u_nco_buzz.cnt[3] / 11
5_1_grt: u_buzz.u_nco_buzz.cnt[14] / u_buzz.u_nco_buzz.cnt[2] / 10
4_1_cts: u_buzz.u_nco_buzz.cnt[0] / u_buzz.u_nco_buzz.cnt[3] / 11
-- per-layer routing --
| metal | GRT usage | part of all wire | routed length, um |
|---|---|---|---|
| met2 | 0.239 | 0.45 | 9730 |
| met5 | 0 | 0 | 0 |
| met1 | 0.235 | 0.51 | 10900 |
| met3 | 0.0149 | 0.020 | 437 |
| met4 | 0.0172 | 0.014 | 289 |
-- cell usage in the layout, fill, tap and decap left out, types with 17 or more instances in the layout --
cell and n:
a21o_1 20, a21oi_1 46, and3_1 23, clkbuf_16 17, clkdlybuf4s50_1 19, conb_1 49, dfrtp_1 204, dlxtn_1 26
ha_1 77, inv_1 52, nand2_1 78, nand3_1 62, nand4_1 21, nor2_1 199, nor2b_1 26, nor3_1 22
nor4_1 23, o21ai_0 46, or3_1 18, xnor2_1 58, xor2_1 78
-- power by group --
group          leakage, nW  switching (mW)  total (mW)  internal (mW)
Clock                0.305           0.882        1.82          0.941
Sequential            2.94          0.0119        1.89           1.87
Combinational         2.90          0.0550      0.0695         0.0145
Total                 6.14           0.949        3.78           2.83
-- kinds of logic after synthesis --
| kind of cell | Yosys count | share of synthesized area |
|---|---|---|
| AND/OR/NAND/NOR | 531 | 0.211 |
| flip-flops | 212 | 0.431 |
| AND-OR/OR-AND | 187 | 0.101 |
| XOR/XNOR | 136 | 0.0974 |
| buffers and inverters | 92 | 0.0301 |
| adder cells (fa/ha/maj) | 77 | 0.0788 |
| latches | 26 | 0.0319 |
| multiplexers | 20 | 0.0183 |
| other | 1 | 0.000307 |
-- through the flow --
step	worst slack, ns	util
2_1_floorplan	1.33	-
3_3_place_gp	0.813	0.435
3_5_place_dp	0.797	0.435
4_1_cts	0.770	0.457
5_1_grt	0.597	0.457
6_report	0.782	0.457
-- flip-flops by register name (all words and copies together), names as in the netlist, 14 cells and up --
register,count
u_buzz.nco_num,14
u_buzz.u_nco_bit.cnt,32
u_buzz.u_nco_buzz.cnt,32
u_controller.u0_nco.cnt,32
u_controller.u1_nco.cnt,32
u_led_disp.u_nco.cnt,32
-- area by class of cell --
cell class | count | area [um2] | area share
clock buffers | 17 | 425 | 0.0312
flip-flops and latches | 238 | 5660 | 0.414
inverters | 54 | 203 | 0.0149
repair buffers | 28 | 277 | 0.0203
clock inverters | 15 | 214 | 0.0157
well taps | 390 | 488 | 0.0358
multi-input cells | 1000 | 6380 | 0.468
Power is estimated from default activity; no workload was simulated.
